**flow/config.mk**
```make
export PLATFORM = sky130hd
export DESIGN_NAME = Gray_Counter
export DESIGN_NICKNAME = Gray_Counter
export VERILOG_FILES = /design/flow/design.v
export SDC_FILE = /design/flow/constraint.sdc
export NUM_CORES = 4
export LEC_CHECK = 1
export CORE_AREA = 10 10 70 70
export DIE_AREA = 0 0 80 80
```
**flow/constraint.sdc**
```tcl
current_design Gray_Counter

set clk_period 1.1
set clk_io_pct 0.2

create_clock -name clk0 -period $clk_period [get_ports {Clock}]

set non_clock_inputs [all_inputs -no_clocks]
set_input_delay [expr $clk_period * $clk_io_pct] -clock clk0 $non_clock_inputs
set_output_delay [expr $clk_period * $clk_io_pct] -clock clk0 [all_outputs]
```
**flow/design.v**
```verilog
module Gray_Counter(Clock, Clear, q, q_bar );
parameter N_Bits = 5;
input Clock, Clear;
output [1:N_Bits] q, q_bar;
reg [1:N_Bits] Counter, GrayCount;
integer i;
always@(posedge Clock)
begin
if (Clear == 1)
Counter <= 1'b0;
else
Counter <= Counter+1'b1;
end
always@(Counter)
begin
GrayCount[1] <= Counter[1];
for ( i=2; i<=N_Bits;i=i+1)
GrayCount[i] <= Counter[i-1] ^ Counter[i];
end
assign q = GrayCount;
assign q_bar = ~q;
endmodule
```
**flow/run.sh**
```bash
#!/bin/bash
# OpenROAD 26Q1-2900-gdf79404cd8, Yosys 0.63+post, stock flow scripts
make -C /OpenROAD-flow-scripts/flow DESIGN_CONFIG=/design/flow/config.mk WORK_HOME=/design/flow/orfs finish
```
==> ci_impl_report.md <==
## Implementation flow summary

| Metric | Value |
|---|---|
| Ant diodes | `0` |
| Die Y | `80 µm` |
| Cell Area, Placed | `432 µm²` |
| FILL cells | `384` |
| Vias in the first global route | `290` |
| Tot GR Track Use | `0.0250` |
| Largest net degree at the start of global routing | `6` |
| Post-detailed-route wirelength per cell | `7.67 µm` |
| Vias/cell | `2.52` |
| Chip width | `80 µm` |
| Fin. Hold Viols | `0` |
| Init Core Util | `0.0707` |
| Top reg by flops | `Counter` |
| Synth Flop Type | `dfxtp_1` |
| Number of logged tool warnings | `27` |
| Routed wire length | `736 µm` |
| Hold crit path type | `reg -> reg` |
| H-tree depth | `1` |
| Routability cong. | `0.595` |
| Grt total ovfl | `0` |
| CTS tree | `yes` |
| Port bufs | `11` |
| Reg clk slew, reported paths | `0.04 ns` |
| Cts bufs inserted | `3` |
| Ys Warns | `1` |
| Reg-to-Reg Start | `Counter[4]` |
| 1st-pass router iterations | `2` |
| Placed cell count | `85` |
| Area growth from synthesis to layout | `135%` |
| DRC viols | `0` |
| Worst EP required | `0.88 ns` |
| RSZ-0062 raised after global routing | `true` |
| PD cells | `970 nW/µm²` |
| Post-Syn Instances | `25` |
| Number of cells in Yosys stat | `25` |
| Detailed-placement wirelength estimate | `539 µm` |
| Crit Path Max Fanout | `2` |
| Seq/Total Area, Yosys | `0.415` |
| Slew @ Worst Pin | `0.197 ns` |
| Seq cells post-synth | `5` |
| Chip area in the Yosys report | `241 µm²` |
| Crit. End Element | `output port` |
| Core Area | `3420 µm²` |
| Starting DRC count in detailed routing | `4` |
| Asr flop ratio synth | `0` |
| Crit. Startpoint | `Counter[4]` |
| Non-Filler Instances | `96` |
| Yosys cell types | `12` |
| Relative slew slack | `0.868` |
| First-pass GRT wire length | `1320 µm` |
| CTS root buf | `clkbuf_4` |
| P_leak | `0.230 nW` |
| Die ar. | `6400 µm²` |
| Crit share post-route | `1.18` |
| Largest regs | `Counter: 5 flops` |
| Total vias in the final route | `242` |
| Fin crit period | `1.30 ns` |
| Fin. max-slew vios | `0` |
| Syn_area_per_cell | `9.66 µm²` |
| Antenna violations before repair | `0` |
| Final instance area | `568 µm²` |
| TritonCTS Sinks | `5` |
| Startpoint types | `register` |
| Worst-case vdd ir drop | `204 µV` |
| Count of library flops with an enable pin | `0` |
| Setup ws final | `-0.201 ns` |
| Top cells, area | `dfxtp_1 (41%), ha_1 (16%), inv_1 (7.8%)` |
| FMAX | `0.768 GHz` |
| Clock skew | `0.00332 ns` |
| Synthesized area | `241 µm²` |
| Routed Antenna Nets | `0` |
| HP Start | `Counter[5]` |
| Max reg flops | `5` |
| Max cap viols | `0` |
| Final setup fails | `8` |
| Outcome | `finished, violations left` |
| Later-pin clock latency in the skew report | `0.24 ns` |
| Clock tree buffer depth | `2` |
| Post-synth top area share | `0.415` |
| Flop2flop setup slack | `0.01 ns` |
| Arrival @ worst endpoint | `1.08 ns` |
| Top cells by count | `dfxtp_1 (5), inv_1 (5), ha_1 (3), nor2_1 (3), nand3b_1 (2)` |
| Number of I/O pins | `12` |
| Kind of critical path | `reg -> out` |
| Failing checks | `negative setup slack` |
| Rows | `21` |
| Pwr Total | `0.000551 W` |
| Cell type with the largest total area | `dfxtp_1` |
| Final core utilization | `0.166` |
| Share of layout cells above drive strength 1 | `0.740` |
## worst max-delay path: stages, from the launching register on
cell,delay (ns)
dfxtp_4,0.35
buf_6,0.11
ha_4,0.26
inv_2,0.03
buf_2,0.10
## report_power, final
part           switching [W]  leakage [nW]  internal [W]
Clock              0.0000716        0.0150      0.000137
Combinational      0.0000441         0.171     0.0000996
Sequential        0.00000965        0.0436      0.000189
## cells by family after synthesis
logic type	Yosys count	synth area share
buf+inv	6	0.109
xor+xnor	2	0.0726
simple gates	5	0.109
flops	5	0.415
fa+ha+maj	3	0.155
compound gates	4	0.140
## layout by cell type (no fill, tap or decap)
cell type        synthesis  layout
a21bo_1                  1       1
a21bo_2                  1       1
a21oi_1                  1       1
a21oi_2                  1       1
buf_12                   0       1
buf_2                    0       7
buf_4                    1       3
buf_6                    0       8
clkbuf_1                 0       1
clkbuf_2                 0       1
clkbuf_4                 0       3
clkdlybuf4s15_1          0       1
clkdlybuf4s50_1          0       1
dfxtp_1                  5       1
dfxtp_2                  0       1
dfxtp_4                  0       3
ha_4                     0       3
inv_1                    5       1
inv_2                    0       4
nand3b_1                 2       2
nor2_1                   3       3
xnor2_1                  1       1
xor2_2                   0       1
## final cells by class
type | count | area (µm²) | share of cell area
Clock buffer | 4 | 26.3 | 0.0463
Inverter | 5 | 18.8 | 0.0330
Multi-Input combinational cell | 14 | 160 | 0.282
Sequential cell | 5 | 113 | 0.198
Tap cell | 46 | 57.6 | 0.101
Timing Repair Buffer | 22 | 193 | 0.339
## per-stage QoR
| stage | hold WS (ns) | setup WS [ns] | TNS, ns |
|---|---|---|---|
| after global placement | 0.512 | -0.282 | -1.85 |
| after CTS | 0.588 | -0.220 | -1.39 |
| after detailed placement | 0.529 | -0.286 | -1.86 |
| after floorplan | 0.282 | 0.208 | 0 |
| after global routing | 0.653 | -0.241 | -1.57 |
| final | 0.598 | -0.201 | -1.22 |
## path summary, 6_finish.rpt
kind	cells after the start	to
worst max-delay path	4	q_bar[5]
worst min-delay path	2	Counter[5]
worst max register to register	6	Counter[4]
worst min register to register	2	Counter[5]
## repair_timing
item,4_1_cts,5_1_grt
gates resized,49,3
buffers inserted,7,1
hold buffers,0,0
endpoints found under the setup margin,10,10
pin swaps,5,2
## per-layer routing
layer	share of wire	vias up	track usage
met2	0.51	7	0.0425
li1	-	129	-
met4	0.054	0	0.0176
met3	0.071	2	0.00455
met1	0.36	104	0.0273
met5	0	-	0
Power and IR drop assume default switching activity.
