--- flow/run.sh ---
#!/bin/bash
# OpenROAD 26Q1-2900-gdf79404cd8, Yosys 0.63+post, stock flow scripts
make -C /OpenROAD-flow-scripts/flow DESIGN_CONFIG=/design/flow/config.mk WORK_HOME=/design/flow/orfs finish
--- flow/config.mk ---
export PLATFORM = sky130hd
export DESIGN_NAME = Modulo_N_Counter
export DESIGN_NICKNAME = Modulo_N_Counter
export VERILOG_FILES = /design/flow/design.v
export SDC_FILE = /design/flow/constraint.sdc
export NUM_CORES = 4
export LEC_CHECK = 1
export CORE_AREA = 10 10 70 70
export DIE_AREA = 0 0 80 80
--- flow/constraint.sdc ---
current_design Modulo_N_Counter

set clk_period 1.0
set clk_io_pct 0.2

create_clock -name clk0 -period $clk_period [get_ports {clock}]

set non_clock_inputs [all_inputs -no_clocks]
set_input_delay [expr $clk_period * $clk_io_pct] -clock clk0 $non_clock_inputs
set_output_delay [expr $clk_period * $clk_io_pct] -clock clk0 [all_outputs]
--- flow/design.v ---
module Modulo_N_Counter (clock, clear, q, q_bar);
parameter N = 4;
parameter count = 16;
input clock, clear;
output [N-1:0] q, q_bar;
reg [N-1:0] counter;
always @ (posedge clock )
begin
if (clear )
begin
counter <= 0;
end
else
begin
counter <= (counter + 1) % count;
end
end
assign q = counter;
assign q_bar = ~counter;
endmodule
==> results.sh <==
# yosys + openroad results
export IMPL_status="finished, violations left"
export IMPL_violations="negative setup slack"
export IMPL_via_count=187
export IMPL_clkTransAtPathRegs_ns=0.04
export IMPL_crit_fanout=2
export IMPL_grt_usage_pct=2.22
export IMPL_finalSetupViolations=1
export IMPL_postSynthSeqShare_pct=48.5
export IMPL_hold_start="counter[0]"
export IMPL_antenna_diode_count=0
export IMPL_worst_pin_slew_ns=0.196
export IMPL_grt_overflow_total=0
export IMPL_largestRegisters="counter: 4 flops"
export IMPL_drt_met1_wl_um=293
export IMPL_syn_avg_cell_area_um2=9.72
export IMPL_ir_worst_vdd_uv=218
export IMPL_largest_register_ffs=4
export IMPL_dr_wl_met3_um=157
export IMPL_numSynthFlops=4
export IMPL_p_leak_nw=0.176
export IMPL_ys_warn_count=1
export IMPL_cts_made_buffers=3
export IMPL_maxCapViolations=0
export IMPL_synth_cells=17
export IMPL_reg2reg_depth=4
export IMPL_async_flop_share_pct=0
export IMPL_die_y_um=80
export IMPL_clk_path_buf_depth=2
export IMPL_dpl_hpwl_um=417
export IMPL_maxSlewViolCount=0
export IMPL_swShare_pct=22.7
export IMPL_dieWidth_um=80
export IMPL_design_area_um2=449
export IMPL_p_int_uw=388
export IMPL_finalCriticalPeriod_ns=1.02
export IMPL_grt_pass1_wl_um=1010
export IMPL_fmax_mhz=979
export IMPL_top_cells_by_count="dfxtp_1 (4), inv_1 (4), nor2_1 (3)"
export IMPL_ys_cells=17
export IMPL_hold_path_depth=3
export IMPL_fin_cells=84
export IMPL_hold_violations=0
export IMPL_grt_pass1_vias=204
export IMPL_yosys_cell_types_count=8
export IMPL_syn_area_um2=165
export IMPL_cts_root_buffer="clkbuf_4"
export IMPL_top_layer_used="met3"
export IMPL_regMostFlops="counter"
export IMPL_clkPwrFrac_pct=39.2
export IMPL_routabilityCongestion=0.686
export IMPL_route_met2_wl_um=227
export IMPL_syn_to_final_growth_pct=172
export IMPL_yosys_top_cells_area="dfxtp_1 (48%), inv_1 (9.1%), mux2_4 (9.1%)"
export IMPL_routedWlPerCell_um=8.07
export IMPL_cp_end_kind="flop"
export IMPL_post_route_drc_count=0
export IMPL_clk_latency_ns=0.23
export IMPL_ys_area_um2=165
export IMPL_ff_latch_area_um2=85.1
export IMPL_p_switching_uw=114
export IMPL_worstPathRequired_ns=1.12
export IMPL_worstPathArrival_ns=1.14
export IMPL_grt_max_degree=4
export IMPL_rows=21
export IMPL_finalClockPeriodUsage_pct=102
export IMPL_seqPwrFrac_pct=36.0
export IMPL_io_pins=10
export IMPL_setup_tns_ns=-0.0219
export IMPL_port_buffer_count=9
export IMPL_p_comb_share_pct=24.8
export IMPL_comb_area_um2=105
export IMPL_path_class="reg -> reg"
export IMPL_antenna_found_initial=0
export IMPL_worst_slack_ns=-0.0219
export IMPL_dieArea_um2=6400
export IMPL_rsz0062_at_grt="true"
export IMPL_yosys_most_used_dff="dfxtp_1"
export IMPL_p_per_area_nw_per_um2=1120
export IMPL_via_per_inst=2.23
export IMPL_first_pass_iters=2
export IMPL_r2r_end="counter[3]"
export IMPL_fillCellCount=396
export IMPL_skew_ns=0.000344
export IMPL_coreArea_um2=3420
export IMPL_hold_end="counter[0]"
export IMPL_h_tree_depth=1
export IMPL_hold_class="reg -> reg"
export IMPL_rrSetupSlack_ns=-0.02
export IMPL_fp_utilization_pct=4.84
export IMPL_yosysTopAreaCellShare_pct=48.5
export IMPL_drt_iter0_drc=21
export IMPL_reg2reg_from="counter[1]"
export IMPL_cts_sinks=4
export IMPL_crit_start="counter[1]"
export IMPL_relSlewSlack_pct=86.9
export IMPL_ant_nets=0
export IMPL_openroad_warnings=27
export IMPL_finalWirelength_um=678
export IMPL_cp_start_kind="flop"
export IMPL_edf_count=0
export IMPL_cts_tree="done"
export IMPL_drive_above_1_share_pct=73.7
export IMPL_yosysTopAreaCell="dfxtp_1"
export IMPL_placedCellCount=77
export IMPL_cts_hold_buf=0
export IMPL_dpl_cell_area_um2=350
==> layout by cell type (no fill, tap or decap) <==
| cell type | n |
|---|---|
| clkdlybuf4s50_1 | 1 |
| clkdlybuf4s15_1 | 2 |
| nor2b_4 | 1 |
| buf_2 | 4 |
| clkbuf_4 | 3 |
| nor2_1 | 3 |
| inv_2 | 2 |
| buf_6 | 8 |
| nand3_4 | 1 |
| inv_1 | 2 |
| xnor2_2 | 1 |
| ha_4 | 1 |
| mux2_4 | 1 |
| nor2b_1 | 1 |
| dlygate4sd2_1 | 1 |
| dfxtp_2 | 4 |
| buf_4 | 2 |
==> per-layer routing <==
layer  vias up  track usage, %
met5         -               0
met2        12            2.25
met1        83            2.40
met3         0            3.30
li1         92               -
met4         0           0.528
==> stage by stage <==
| step | utilization [%] | worst slack, ns | hold WS [ns] | total power [mW] |
|---|---|---|---|---|
| after global placement | 10.3 | -0.130 | 0.581 | 0.262 |
| after floorplan | - | 0.158 | 0.267 | 0.197 |
| final | 13.2 | -0.0219 | 0.627 | 0.503 |
| after CTS | 12.7 | -0.0992 | 0.618 | 0.498 |
| after global routing | 13.2 | -0.0454 | 0.648 | 0.545 |
| after detailed placement | 10.3 | -0.135 | 0.578 | 0.266 |
==> worst max-delay path by stage <==
stage / slack, ns / to / depth (start not counted)
4_1_cts: -0.1 / counter[3] / 5
5_1_grt: -0.05 / counter[3] / 4
6_report: -0.02 / counter[3] / 4
==> power groups by stage <==
stage | sequential, mW | combinational (mW) | clock, mW
4_1_cts | 0.180 | 0.106 | 0.213
5_1_grt | 0.182 | 0.139 | 0.224
6_report | 0.181 | 0.125 | 0.197
==> area by class of cell <==
| class | instances | area share, % |
|---|---|---|
| sequential | 4 | 18.9 |
| inverter | 4 | 3.34 |
| multi-input combinational | 9 | 23.4 |
| timing repair buffer | 18 | 36.5 |
| tap | 46 | 12.8 |
| clock buffer | 3 | 5.01 |
==> logic make-up after synthesis <==
kind of cell / Yosys count / synth area share, %
flops: 4 / 48.5
simple gates: 6 / 20.5
xor+xnor: 1 / 5.30
buf+inv: 4 / 9.09
fa+ha+maj: 1 / 7.57
mux: 1 / 9.09
==> critical path, cell delays in order (launching register included) <==
cell,delay (ns)
dfxtp_2,0.31
buf_6,0.11
buf_6,0.12
nand3_4,0.07
mux2_4,0.29
==> what timing repair did <==
item / in CTS / in global routing
setup buffers: 6 / 0
setup endpoints to repair: 8 / 10
resized: 29 / 11
No activity file was given, so power comes from the tool's default toggle rates.
