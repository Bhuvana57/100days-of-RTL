===== config.mk =====
export PLATFORM = sky130hd
export DESIGN_NAME = binary2bcd
export DESIGN_NICKNAME = binary2bcd
export VERILOG_FILES = /design/flow/design.v
export SDC_FILE = /design/flow/constraint.sdc
export NUM_CORES = 4
export LEC_CHECK = 1
export CORE_AREA = 10 10 70 70
export DIE_AREA = 0 0 80 80

===== constraint.sdc =====
current_design binary2bcd

set clk_period 10.1
set clk_io_pct 0.2

create_clock -name clk0 -period $clk_period

set non_clock_inputs [all_inputs -no_clocks]
set_input_delay [expr $clk_period * $clk_io_pct] -clock clk0 $non_clock_inputs
set_output_delay [expr $clk_period * $clk_io_pct] -clock clk0 [all_outputs]

===== design.v =====
module binary2bcd(
 input [7:0] binary,
 output reg [11:0] bcd);
 reg [3:0] hundreds, tens, ones;
 reg [6:0] temp_reg;
 always @(*) begin
   hundreds = binary / 100;
   temp_reg = binary % 100;
   tens = temp_reg / 10;
   ones = temp_reg % 10;
 end
 always @(*) begin
   bcd = {hundreds, tens, ones};
 end
endmodule

===== run.sh =====
#!/bin/bash
# OpenROAD 26Q1-2900-gdf79404cd8, Yosys 0.63+post, stock flow scripts
make -C /OpenROAD-flow-scripts/flow DESIGN_CONFIG=/design/flow/config.mk WORK_HOME=/design/flow/orfs finish

==> flow_summary.json <==
{
  "antenna_found_initial": 0,
  "yosysWarnings": 1,
  "port_buffers": 16,
  "max_freq_mhz": 113,
  "warnings": 32,
  "synthesis.area_um2": 952,
  "gp_congestion": 0.877,
  "grt_pass1_wl_um": 4030,
  "end_kind": "output pin",
  "ctsResizeCount": 0,
  "wl_met3_um": 129,
  "drc": 0,
  "grt_overflow_total": 0,
  "drv_slew": 0,
  "dr.pass1.iters": 4,
  "postCtsSetupBuffers": 0,
  "ioPinCount": 20,
  "peakVddDrop_uv": 17.4,
  "routed_wl_um": 2400,
  "ys_seq_share_pct": 0,
  "grt_pass1_vias": 882,
  "placed_cell_area_um2": 1100,
  "design.seq.count": 0,
  "drtIter0Drc": 51,
  "arrival_ns": 6.85,
  "run_status": "completed",
  "fp_util_pct": 27.9,
  "grt_usage_pct": 7.23,
  "wl_met2_um": 1080,
  "powerDensity_nw_per_um2": 83.5,
  "wire_per_inst_um": 13.0,
  "post-dp-hpwl_um": 1900,
  "final_cell_mix": "16 x clkdlybuf4s50_1, 12 x nor2_1, 7 x a21oi_1",
  "leakagePower_nw": 0.387,
  "synthCells": 133,
  "wl_met1_um": 1180,
  "timing_hold_violations_final": 0,
  "hold_end": "bcd[0]",
  "grt_max_degree": 15,
  "hp-class": "in -> out",
  "syn_area_per_cell_um2": 7.16,
  "num_vias": 1019,
  "chipArea_um2": 6400,
  "min_period_over_period_pct": 87.8,
  "setup_tns_ns": 0,
  "slew_headroom_pct": 53.3,
  "area_growth_syn_to_layout_pct": 15.5,
  "filler_cell_count": 355,
  "path_max_fanout": 11,
  "holdPathStages": 0,
  "die_h_um": 80,
  "yosys_area_um2": 952,
  "clock_buffers": 0,
  "rows": 21,
  "synth.distinct_cells": 62,
  "drive_gt1_share_pct": 13.0,
  "highest_layer": "met3",
  "mostFrequentLayoutCell": "clkdlybuf4s50_1",
  "setup_viol": 0,
  "cts_hold_buf": 0,
  "die_x_um": 80,
  "period_needed_ns": 8.87,
  "yosysCellCount": 133,
  "seq_area_um2": 0,
  "criticalPathCategory": "in -> out",
  "tightest_slew_ns": 0.696,
  "required_ns": 8.08,
  "startpoint_type": "input pin",
  "antenna_cells": 0,
  "viasPerCell": 5.54,
  "hp-start": "binary[0]",
  "detail-route-antenna-nets": 0,
  "final_cell_area_um2": 1100,
  "core_area_um2": 3420,
  "drv_cap": 0,
  "rsz0062_at_grt": "no"
}
==> cell type report <==
class	count	area, um^2	area share [%]
multi-input combinational	118	867	78.8
tap	46	57.6	5.23
timing repair buffer	16	160	14.6
inverter	4	15.0	1.37
==> per-layer routing <==
| metal | vias to the layer above | GRT usage, % |
|---|---|---|
| li1 | 520 | - |
| met1 | 477 | 10.5 |
| met2 | 22 | 12.0 |
| met3 | 0 | 0.227 |
| met4 | 0 | 0.176 |
| met5 | - | 0 |
==> Yosys cell counts (2+ instances only) <==
cell type	instances	share of area, %
nor2_1	12	4.7
a21oi_1	7	3.7
a211o_1	5	4.6
buf_2	5	2.6
nand2_1	5	2.0
nand3_1	5	2.6
a211oi_1	4	3.2
a31oi_1	4	2.6
buf_4	4	3.2
inv_1	4	1.6
o21ai_0	4	2.1
xnor2_1	4	3.7
and2_1	3	2.0
o211ai_1	3	2.4
o21ai_1	3	1.6
o21bai_1	3	2.4
or3_1	3	2.0
a21boi_1	2	1.6
a21boi_2	2	2.4
a21o_1	2	1.6
clkbuf_1	2	0.79
ha_1	2	2.6
nand2b_1	2	1.3
nor2b_1	2	1.3
nor3_1	2	1.1
o21a_1	2	1.6
o31a_1	2	1.8
==> report_power, final <==
group / internal [mW] / switching [mW]
sequential: 0 / 0
clock: 0 / 0
combinational: 0.0468 / 0.0451
total: 0.0468 / 0.0451
==> worst max-delay path by stage <==
| stage | startpoint | end |
|---|---|---|
| CTS | binary[4] | bcd[3] |
| global route | binary[3] | bcd[3] |
| finish | binary[4] | bcd[3] |
==> worst max-delay path, cell delays in order <==
cell             delay, ns
clkdlybuf4s50_1       0.58
o31a_1                0.42
ha_1                  0.30
nor2b_1               0.09
o21a_1                0.18
o31a_1                0.27
nor2_1                0.51
ha_1                  0.39
nor2_1                0.14
a21boi_1              0.17
or3_1                 0.45
a41oi_1               0.35
a2bb2oi_4             0.23
nor2_1                0.07
mux2_2                0.25
clkdlybuf4s50_1       0.40
==> cells by family (layout without fill, tap and decap cells) <==
group,after synthesis,in the layout,share of synthesized area [%]
mux,1,1,1.18
simple gates,49,49,30.2
other cells,1,2,0.394
compound gates,58,58,50.3
xor+xnor,4,4,3.68
buf+inv,16,20,9.33
fa+ha+maj,4,4,4.86
==> stage by stage <==
stage                     setup WS, ns  utilization (%)  hold slack [ns]  total power, mW  std cells
after floorplan                   2.71                -             4.07           0.0646        134
after global placement            1.32             32.2             4.04           0.0909        184
after detailed placement          1.30             32.2             4.04           0.0918        184
after CTS                         1.27             32.2             4.04           0.0922        184
after global routing             0.896             32.2             4.04            0.102        184
final                             1.23             32.2             4.04           0.0919        184
No activity file was given, so power comes from the tool's default toggle rates.
